$ cat design.v
module ram8156
(
input logic clk,
input logic rst,
input logic [7:0] address,
inout logic [7:0] data,
input logic CSn,
input logic WRn,
input logic RDn,
input logic IOMn
);
logic MemRead,MemWrite;
integer i;
logic [7:0] datao;
logic [7:0] memory[0:256];
always@(negedge clk) begin
	if(rst) begin
		for(i=0;i<256;i++)
			memory[i] <= 8'b00000000;
	end else begin
	if(MemWrite)
		memory[address] <= data;
	else datao <= memory[address];
	end
end
assign MemRead = ((~RDn & ~IOMn)&~CSn);
assign MemWrite = ((~WRn & ~IOMn)&~CSn);
assign data = (MemRead) ? datao : 8'bzzzzzzzz;
endmodule
$ cat config.mk
export PLATFORM = sky130hd
export DESIGN_NAME = ram8156
export DESIGN_NICKNAME = ram8156
export VERILOG_FILES = /design/flow/design.v
export SDC_FILE = /design/flow/constraint.sdc
export NUM_CORES = 4
export LEC_CHECK = 1
export CORE_UTILIZATION = 50
$ cat constraint.sdc
current_design ram8156

set clk_period 11.4
set clk_io_pct 0.2

create_clock -name clk0 -period $clk_period [get_ports {clk}]

set non_clock_inputs [all_inputs -no_clocks]
set_input_delay [expr $clk_period * $clk_io_pct] -clock clk0 $non_clock_inputs
set_output_delay [expr $clk_period * $clk_io_pct] -clock clk0 [all_outputs]
$ cat run.sh
#!/bin/bash
# OpenROAD 26Q1-2900-gdf79404cd8, Yosys 0.63+post, stock flow scripts
make -C /OpenROAD-flow-scripts/flow DESIGN_CONFIG=/design/flow/config.mk WORK_HOME=/design/flow/orfs finish
==> impl_metrics.yaml <==
# physical design summary
run_status:
  outcome: "did not finish"
  failing_step: "4_1_cts"
  error: "[error] [KeplerFormal.cpp:679] Workflow failed: Iso has multiple drivers: .data2, data[2]$_DFFE_NP_.Q0"
clock_tree:
  ctsHtreeMaxLevel: 4
  cts_setup_buffers: 0
  clockRootBuffer: "clkbuf_16"
  numClockSinks: 2056
  clk_path_buf_depth: 3
  cts_hold_buf: 0
  numCtsBuffers: 221
  cts_resized: 0
yosys:
  ys_seq_share_pct: 65.7
  synth_xor_xnor_area_share_pct: 0
  postSynthAreaPerCell_sq_um: 15.4
  logic_family: "simple AND/OR/NAND/NOR gates"
  syn_area_sq_mm: 0.0939
  ys_ff: 2056
  ys_chip_area_sq_mm: 0.0939
  synthAoiAreaFrac_pct: 3.03
  adder_share_pct: 0
  ys.flop_type: "edfxtp_1"
  ys_sh_mux_pct: 12.3
  synth_cells: 6085
  synthDistinctLibCells: 27
  edf_count: 2056
  yosys_warnings: 2
  synthArstFlopShare_pct: 0
  ys_cells: 6085
  synthSimpleGateAreaFrac_pct: 16.9
floorplanning:
  die_x_microns: 435
  fp_util_pct: 50.5
  core.rowCount: 158
  io_pins: 22
  dieHeight_microns: 435
placement:
  io_buffers: 12
  dpl_cell_area_sq_mm: 0.0983
  globalplace.congestion: 0.880
  dpl.hpwl_microns: 147000
metrics by stage:
step	util, %	hold WS, ns	setup slack (ns)	std cells
after detailed placement	52.9	0.927	0.162	8450
after global placement	52.9	0.942	0.196	8450
after floorplan	-	0.789	1.31	6085
logic make-up after synthesis:
group | Yosys count
DFF | 2056
buffers and inverters | 476
AOI/OAI and AO/OA | 416
muxes | 512
and+or+nand+nor | 2625
cells in the mapped netlist, types with 6 or more instances:
master,number,area share [%]
nand4_1,8,0.053
or2_1,7,0.047
nand2_1,25,0.10
a21oi_1,128,0.68
nor2_1,231,0.92
mux4_2,512,12
a22oi_1,256,2.0
buf_2,53,0.28
buf_4,6,0.048
edfxtp_1,2056,66
and2_1,2050,14
or2_2,250,1.7
buf_1,20,0.080
nor2_4,9,0.11
buf_6,14,0.17
nand3_1,8,0.043
nor2b_1,8,0.053
nor2_2,21,0.14
o41ai_1,32,0.30
clkbuf_1,382,1.5
